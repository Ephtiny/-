==> /design/flow/design.v <==
module key_debounce(
	input  wire  clk,
	input  wire  rst_n,
	input  wire  key,
	output reg   flag,                
	output reg   key_value            
);
reg [19:0] delay_cnt;
reg key_reg;
always@(posedge clk or negedge rst_n)begin
	if(!rst_n)
		begin
			key_reg <= 1'b1;                         
			delay_cnt <= 1'b0;                       
		end
	else
		begin
			key_reg <= key; 
			if(key_reg == 1 && key == 0)             
				delay_cnt <= 20'd1_000_000;           
			else if(delay_cnt > 0)
				delay_cnt <= delay_cnt - 1;           
			else
				delay_cnt <= 1'b0;                  
		end
end
always@(posedge clk or negedge rst_n)begin
	if(!rst_n)
		begin
		   flag <= 1'b0;                                
			key_value <= 1'b1;                           
		end
	else
		begin
			if(delay_cnt == 20'd1)                       
				begin
					flag <= 1'b1;
					key_value <= key;                      
				end
			else	
				begin
					flag <= 1'b0;
					key_value <= key_value;                
				end
		end
end
endmodule
module seg_scan(
	input wire clk,
	input wire rst_n,
	input wire [3:0] money_flag, 
	input wire [5:0] sel, 
	output wire [7:0] seg 
);
reg [3:0] number;
reg [7:0] seg_r;
reg flag; 
always@(*)begin
	case(money_flag)
		4'd0:begin 
			case(sel)
				6'b111_110: begin
									number = 4'd0;
									flag = 1'b0; 
								end
				6'b111_101: begin
									number = 4'd0;
									flag = 1'b1; 
								end
				default   : begin
									number = 4'd0;
									flag = 1'b0;
								end
			endcase
		end
		4'd1:begin 
			case(sel)
				6'b111_110: begin
									number = 4'd5;
									flag = 1'b0;
								end
				6'b111_101: begin
									number = 4'd0;
									flag = 1'b1;
								end
				default   : begin
									number = 4'd0;
									flag = 1'b0;
								end
			endcase
		end
		4'd2:begin 
			case(sel)
				6'b111_110: begin
									number = 4'd0;
									flag = 1'b0;
								end
				6'b111_101: begin
									number = 4'd1;
									flag = 1'b1;
								end
				default   : begin
									number = 4'd0;
									flag = 1'b0;
								end
			endcase
		end
		4'd3:begin 
			case(sel)
				6'b111_110: begin
									number = 4'd5;
									flag = 1'b0;
								end
				6'b111_101: begin
									number = 4'd1;
									flag = 1'b1;
								end
				default   : begin
									number = 4'd0;
									flag = 1'b0;
								end
			endcase
		end
		4'd4:begin 
			case(sel)
				6'b111_110: begin
									number = 4'd0;
									flag = 1'b0;
								end
				6'b111_101: begin
									number = 4'd2;
									flag = 1'b1;
								end
				default   : begin
									number = 4'd0;
									flag = 1'b0;
								end
			endcase
		end
		4'd5:begin 
			case(sel)
				6'b111_110: begin
									number = 4'd5;
									flag = 1'b0;
								end
				6'b111_101: begin
									number = 4'd2;
									flag = 1'b1;
								end
				default   : begin
									number = 4'd0;
									flag = 1'b0;
								end
			endcase
		end
		4'd6:begin 
			case(sel)
				6'b111_110: begin
									number = 4'd0;
									flag = 1'b0;
								end
				6'b111_101: begin
									number = 4'd3;
									flag = 1'b1;
								end
				default   : begin
									number = 4'd0;
									flag = 1'b0;
								end
			endcase
		end
		4'd7:begin 
			case(sel)
				6'b111_110: begin
									number = 4'd0;
									flag = 1'b0;
								end
				6'b111_101: begin
									number = 4'd0;
									flag = 1'b1;
								end
				default   : begin
									number = 4'd0;
									flag = 1'b0;
								end
			endcase
		end
		default:begin 
			case(sel)
				6'b111_110: begin
									number = 4'd0;
									flag = 1'b0;
								end
				6'b111_101: begin
									number = 4'd0;
									flag = 1'b1;
								end
				default   : begin
									number = 4'd0;
									flag = 1'b0;
								end
			endcase
		end
	endcase
end
always@(*)begin
	case(number)
		4'd0   :	begin 
						if(flag == 1'b1)begin 
							seg_r = 8'b0100_0000; 
						end
						else begin
							seg_r = 8'b1100_0000; 
						end
					end
		4'd1   :	begin 
						if(flag == 1'b1)begin 
							seg_r = 8'b0111_1001; 
						end
						else begin
							seg_r = 8'b1111_1001; 
						end
					end
		4'd2   : begin 
						if(flag == 1'b1)begin 
							seg_r = 8'b0010_0100; 
						end
						else begin
							seg_r = 8'b1010_0100; 
						end
					end
		4'd3   : begin 
						if(flag == 1'b1)begin 
							seg_r = 8'b0011_0000; 
						end
						else begin
							seg_r = 8'b1011_0000; 
						end
					end
		4'd5   : begin 
						if(flag == 1'b1)begin 
							seg_r = 8'b0001_0010; 
						end
						else begin
							seg_r = 8'b1001_0010; 
						end
					end
		default:	begin 
						if(flag == 1'b1)begin 
							seg_r = 8'b0100_0000; 
						end
						else begin
							seg_r = 8'b1100_0000; 
						end
					end
	endcase
end
assign seg = seg_r;
endmodule
module sel_drive(
	input wire clk,
	input wire rst_n,
	input wire  boot_flag,
	output wire [5:0] sel
);
parameter MAX_NUM = 10'd999; 
reg [5:0] sel_r;
reg [9:0] cnt;
reg sel_flag;
always@(posedge clk or negedge rst_n)begin
	if(!rst_n)begin
		cnt <= 10'd0;
	end
	else if(cnt == MAX_NUM)begin
		cnt <= 10'd0;
	end
	else begin
		cnt <= cnt + 1'd1;
	end
end
always@(posedge clk or negedge rst_n)begin
	if(!rst_n)
		sel_flag <= 1'b0;
	else if(cnt == MAX_NUM)
		sel_flag <= ~sel_flag;      
	else
		sel_flag <= sel_flag;
end 
always@(posedge clk or negedge rst_n)begin
	if(!rst_n)begin
		sel_r <= 6'b111_111;
	end
	else begin
		case(boot_flag)
			1'b0:begin  
				sel_r <= 6'b111_111;
			end
			1'b1:begin  
				case(sel_flag)
					1'b0: sel_r <= 6'b111_110;
					1'b1: sel_r <= 6'b111_101;
					default:sel_r <= sel_r;
				endcase
			end
		endcase
	end
end
assign sel = sel_r;
endmodule
module top_vending_machine(
	input wire clk, 
	input wire rst_n, 
	input wire [3:0] key, 
	output wire beep,
	output wire [3:0] led, 
	output wire [7:0] seg, 
	output wire [5:0] sel 
);
wire [3:0] money_flag;
wire [3:0] key_value;
wire [3:0] flag;
wire boot_flag;
key_debounce inst_key_debounce1(
.clk       (clk      ),
.rst_n     (rst_n    ),
.key       (key[0]      ),
.flag      (flag[0]     ),              
.key_value (key_value[0])          
);
key_debounce inst_key_debounce2(
.clk       (clk      ),
.rst_n     (rst_n    ),
.key       (key[1]      ),
.flag      (flag[1]     ),              
.key_value (key_value[1])          
);
key_debounce inst_key_debounce3(
.clk       (clk      ),
.rst_n     (rst_n    ),
.key       (key[2]      ),
.flag      (flag[2]     ),              
.key_value (key_value[2])          
);
key_debounce inst_key_debounce4(
.clk       (clk      ),
.rst_n     (rst_n    ),
.key       (key[3]      ),
.flag      (flag[3]     ),              
.key_value (key_value[3])          
);
sel_drive inst_sel_drive(
.clk    	  (clk  		 ),
.rst_n	  (rst_n		 ),
.boot_flag (boot_flag),
.sel  	  (sel		 )
);
seg_scan inst_seg_scan(
.clk       (clk  		 ),
.rst_n     (rst_n		 ),
.money_flag(money_flag),
.sel       (sel		 ), 
.seg       (seg		 ) 
);
vending_machine inst_vending_machine(
.clk		    (clk		    ), 
.rst_n		 (rst_n		 ), 
.key_value	 ({key_value[3],key_value[2],key_value[1],key_value[0]}), 
.flag			 ({flag[3],flag[2],flag[1],flag[0]}),
.beep        (beep)	    ,									
.led			 (led			 ),
.money_flag_w(money_flag),
.boot_flag_w(boot_flag)
);
endmodule
module vending_machine(
	input  wire 		 clk, 
	input  wire 		 rst_n, 
	input        [3:0] key_value, 
	input        [3:0] flag,
	output reg        beep,
	output reg   [3:0] led,
	output wire   [3:0] money_flag_w,
	output wire  boot_flag_w
);
parameter MAX_NUM = 9_999_999; 
parameter MAX_NUM2 = 10; 
reg [1:0] led_flag; 
reg boot_flag;                    
reg [3:0] money_flag; 
reg [23:0] cnt = 0;              
reg [26:0] cnt_1 = 0;              
reg time_flag; 
always@(posedge clk or negedge rst_n)begin
	if(!rst_n)
		cnt <= 1'b0;                
	else if(cnt == MAX_NUM)           
      cnt <= 1'b0;
	else
		cnt <= cnt + 1'b1;         
end
always@(posedge clk or negedge rst_n)begin
	if(!rst_n)
		cnt_1 <= 1'b0;                
	else if(time_flag == 1)begin 
		if(cnt == MAX_NUM)begin
			if(cnt_1 <MAX_NUM2)begin
				cnt_1 <= cnt_1 + 1'b1;
			end
			else begin
				cnt_1 <= 1'b0; 
			end
		end
		else begin
			cnt_1 <= cnt_1; 
		end
	end
	else begin
		cnt_1 <= 1'b0; 
	end
end
always@(posedge clk or negedge rst_n)begin
	if(!rst_n)
		led_flag <= 1'b0;
	else if(cnt == MAX_NUM)
		led_flag <= led_flag + 1'b1;       
	else
		led_flag <= led_flag;
end 
always@(posedge clk or negedge rst_n)begin
	if(!rst_n)begin  
			boot_flag <= 1'b0;                  
			beep <= 1'b0; 
	end
	else if(flag[3] == 1'b1 && key_value[3] == 1'b0)begin 
			boot_flag <= ~boot_flag;
			beep <= ~beep; 
		end
	else begin
		boot_flag <= boot_flag; 
		beep <= beep; 
	end
end
assign boot_flag_w = boot_flag;
always@(posedge clk or negedge rst_n)begin
	if(!rst_n)begin
		money_flag <= 4'd0; 
	end
	else if(boot_flag)begin 
		case(money_flag)
			4'd0:begin 
				if(flag[1] == 1'b1 && key_value[1] == 1'b0)begin 
					money_flag <= 4'd1; 
				end
				else if(flag[2] == 1'b1 && key_value[2] == 1'b0)begin 
					money_flag <= 4'd2; 
				end
				else begin 
					money_flag <= money_flag;
				end
			end
			4'd1:begin 
				if(flag[1] == 1'b1 && key_value[1] == 1'b0)begin 
					money_flag <= 4'd2; 
				end
				else if(flag[2] == 1'b1 && key_value[2] == 1'b0)begin 
					money_flag <= 4'd3; 
				end
				else if(flag[0] == 1'b1 && key_value[0] == 1'b0)begin 
				money_flag <= 4'd7; 
				time_flag <= 1'b1; 
				end
				else begin 
					money_flag <= money_flag;
				end
			end
			4'd2:begin 
				if(flag[1] == 1'b1 && key_value[1] == 1'b0)begin 
					money_flag <= 4'd3; 
				end
				else if(flag[2] == 1'b1 && key_value[2] == 1'b0)begin 
					money_flag <= 4'd4; 
				end
				else if(flag[0] == 1'b1 && key_value[0] == 1'b0)begin 
					money_flag <= 4'd7; 
					time_flag <= 1'b1; 
				end
				else begin 
					money_flag <= money_flag;
				end
			end
			4'd3:begin 
				if(flag[1] == 1'b1 && key_value[1] == 1'b0)begin 
					money_flag <= 4'd4; 
				end
				else if(flag[2] == 1'b1 && key_value[2] == 1'b0)begin 
					money_flag <= 4'd5; 
					time_flag <= 1'b1; 
				end
				else if(flag[0] == 1'b1 && key_value[0] == 1'b0)begin 
					money_flag <= 4'd7; 
					time_flag <= 1'b1; 
				end
				else begin 
					money_flag <= money_flag;
				end
			end
			4'd4:begin 
				if(flag[1] == 1'b1 && key_value[1] == 1'b0)begin 
					money_flag <= 4'd5; 
					time_flag <= 1'b1; 
				end
				else if(flag[2] == 1'b1 && key_value[2] == 1'b0)begin 
					money_flag <= 4'd6; 
					time_flag <= 1'b1; 
				end
				else if(flag[0] == 1'b1 && key_value[0] == 1'b0)begin 
					money_flag <= 4'd7; 
					time_flag <= 1'b1; 
				end
				else begin 
					money_flag <= money_flag;
				end
			end
			4'd5:begin 
				if(cnt_1 == MAX_NUM2)begin
					money_flag <= 4'd0; 
					time_flag <= 1'b0; 
				end
				else begin
					money_flag <= money_flag;
				end
			end
			4'd6:begin 
				if(cnt_1 == MAX_NUM2)begin
					money_flag <= 4'd0; 
					time_flag <= 1'b0; 
				end
				else begin
					money_flag <= money_flag;
				end
			end
			4'd7:begin 
				if(cnt_1 == MAX_NUM2)begin
					money_flag <= 4'd0; 
					time_flag <= 1'b0; 
				end
				else begin
					money_flag <= money_flag;
				end
			end
		endcase
	end
	else begin
		money_flag <= 4'd0;
	end
end
always@(posedge clk or negedge rst_n)begin
	if(!rst_n)
		led <= 4'b0000;
	else if(money_flag == 4'd5)begin 
			case(led_flag)
				2'b00  :led <= 4'b1111;
				2'b01  :led <= 4'b0000;
				2'b10  :led <= 4'b1111;
				2'b11  :led <= 4'b0000;
				default:led <= 4'b1111;
			endcase
	end
	else if(money_flag == 4'd6)begin 
			case(led_flag)
				2'b00  :led <= 4'b1000;
				2'b01  :led <= 4'b0100;
				2'b10  :led <= 4'b0010;
				2'b11  :led <= 4'b0001;
				default:led <= 4'b1000;
			endcase
	end
	else if(money_flag == 4'd7)begin 
			case(led_flag)
				2'b00  :led <= 4'b1000;
				2'b01  :led <= 4'b1100;
				2'b10  :led <= 4'b1110;
				2'b11  :led <= 4'b1111;
				default:led <= 4'b1000;
			endcase
	end
	else
		led <= 4'b0000; 
end
assign money_flag_w = money_flag;
endmodule
==> /design/flow/run.sh <==
#!/bin/bash
# OpenROAD 26Q1-2900-gdf79404cd8, Yosys 0.63+post, stock flow scripts
make -C /OpenROAD-flow-scripts/flow DESIGN_CONFIG=/design/flow/config.mk WORK_HOME=/design/flow/orfs finish
==> /design/flow/config.mk <==
export PLATFORM = sky130hd
export DESIGN_NAME = top_vending_machine
export DESIGN_NICKNAME = top_vending_machine
export VERILOG_FILES = /design/flow/design.v
export SDC_FILE = /design/flow/constraint.sdc
export NUM_CORES = 4
export LEC_CHECK = 1
export CORE_UTILIZATION = 30
==> /design/flow/constraint.sdc <==
current_design top_vending_machine

set clk_period 4.4
set clk_io_pct 0.2

create_clock -name clk0 -period $clk_period [get_ports {clk}]

set non_clock_inputs [all_inputs -no_clocks]
set_input_delay [expr $clk_period * $clk_io_pct] -clock clk0 $non_clock_inputs
set_output_delay [expr $clk_period * $clk_io_pct] -clock clk0 [all_outputs]
==> flow_metrics.rpt <==
=== SYNTHESIS / PLACE & ROUTE SUMMARY ===
----------------------------------------------------
[Clocking]
  Clock sink count ........................ 173
  Total number of H-tree levels ........................ 4
  Clock latency on the worst-skew pair ........................ 420 ps
  Cell chosen for the clock root ........................ clkbuf_16
  Clock tree from TritonCTS ........................ done
  Post-CTS Hold Fix Bufs ........................ 0
  Count of cells resized by post-cts repair ........................ 0
  Clock buffers created by TritonCTS ........................ 17
  Buffer count from post-CTS setup fixing ........................ 0
  Buffers from clock root to sink, at most ........................ 2
  Clock input transition at the sequential cells of the worst setup and hold paths ........................ 70 ps

[Logic synthesis]
  EDFF count, synth ........................ 1
  Synthesis warning total ........................ 4
  Count of distinct cell types in the synthesized netlist ........................ 64
  Cells in synth_stat.txt ........................ 784
  Most numerous cell types in the synthesized netlist ........................ dfrtp_1 (161), nor2_1 (115), xnor2_1 (55)
  Top_reg_cell synth ........................ dfrtp_1
  Avg Cell Area, Syn ........................ 10.4 µm²
  Most area-consuming cells after synthesis ........................ dfrtp_1 (49%), xnor2_1 (5.9%), nor2_1 (5.3%)
  Synth Instances ........................ 784
  Most used standard cell by instance count after synthesis ........................ dfrtp_1
  Area share of the largest cell type after synthesis ........................ 0.495
  Async set-or-reset flop fraction in the synthesized netlist ........................ 0.994
  YS chip area ........................ 0.00815 mm²
  Biggest area consumer among synthesized cells ........................ dfrtp_1
  Post-synthesis instance area ........................ 0.00815 mm²
  Register bit total from synthesis ........................ 173
  Share of synthesized area occupied by flip-flops and latches ........................ 0.534

[Finish]
  Top register by number of flip-flops ........................ inst_vending_machine.cnt_1
  Share of post-route cells with drive strength above 1 ........................ 0.0851
  Layout-stage area growth over the synthesis result ........................ 14.8%
  Fill cell total of the finished layout ........................ 2535
  Leading registers by flop count ........................ inst_vending_machine.cnt_1 x27, inst_vending_machine.cnt x24
  Post-route cell area ........................ 0.00935 mm²
  Final standard cell utilization of the core ........................ 0.355
  Flip-flop count of the largest register after layout ........................ 27
  Count of placed standard cells in the final layout, fillers left out ........................ 1158

[Setup path]
  Crit Path Class ........................ flip-flop to output port
  Worst-path fanout max ........................ 5
  Worst setup startpoint ........................ inst_sel_drive.sel_r[0]
  Reg2reg end ........................ inst_vending_machine.cnt_1[14]
  Reg2reg setup slack ........................ 1910 ps
  FF-to-FF Start ........................ inst_vending_machine.cnt[0]
  Element type at the critical path end ........................ output port
  WP data arrival ........................ 2370 ps
  Worst-case reg-to-reg path depth ........................ 5
  CP Launch Type ........................ flip-flop
  Crit path required time ........................ 3520 ps

[Detailed routing]
  Number of vias after detailed routing ........................ 5436
  Final antenna diode count ........................ 0
  Vias per inst ........................ 4.69
  Post-DRT Antenna Nets ........................ 0
  Wirelength per Cell ........................ 12.6 µm
  First DRT Iteration DRCs ........................ 288
  Routed wire length ........................ 14600 µm
  DRC Markers ........................ 0
  Initial DRT Pass Iterations ........................ 4

[Die]
  Chip Footprint ........................ 0.0278 mm²
  Height of the chip ........................ 167 µm
  Cell row count ........................ 59
  Top-level port count ........................ 25
  Initial core utilization ........................ 0.309
  Horizontal die dimension ........................ 167 µm
  Core area ........................ 0.0264 mm²

[Run]
  Number of warnings the tools reported ........................ 42
  Max-cap violations ........................ 0

[Final timing]
  Clock tree skew after final layout ........................ 12.0 ps
  Unrepaired setup endpoints after global routing ........................ false
  Sum Neg Setup Slack ........................ 0 ps
  Final setup vio count ........................ 0
  Min setup slack post-route ........................ 1150 ps
  Worst relative slew slack ........................ 0.429
  Worst slew pin tran ........................ 849 ps
  Fin Hold WS ........................ 411 ps
  Max-slew violations ........................ 0
  Final hold vios ........................ 0
  Final cycle utilization of the critical path ........................ 0.739
  Achievable frequency ........................ 307 MHz
  Final Critical Period ........................ 3250 ps

[Pwr]
  Total Power ........................ 4.01 mW
  Ratio of total power to cell area ........................ 428 mW/mm²
  Leakage Power ........................ 3.95 nW
  Peak VDD IR ........................ 281 µV

[Global route]
  Number of antenna violations at the first check in global routing ........................ 0
  Remaining Overflow, GRT ........................ 0
  GRT Resource Usage Total ........................ 0.114
  Wire length of the first global-routing pass ........................ 25700 µm
  Vias in the first global route ........................ 5330
  Maximum number of pins on one net before global-route repair ........................ 115

[Min path]
  Classification of the worst-slack hold path ........................ input pin to asynchronous set/reset pin

[Placed design]
  Post-Place Worst Slack ........................ 1610 ps
  Post-placement cell count ........................ 1126
  Standard cell area after detailed placement ........................ 0.00871 mm²
  Detail Placement HPWL ........................ 9860 µm
  Total of buffers placed on input and output ports ........................ 20
  Gp weighted congestion ........................ 0.791

[Run status]
  Outcome ........................ complete, no violations

----------------------------------------------------
[final cells by class]
type                            count  area, µm²  share of cell area
Timing Repair Buffer               23        236              0.0253
Sequential cell                   173       4350               0.465
Clock inverter                     14        204              0.0218
Inverter                           26       97.6              0.0104
Clock buffer                       18        439              0.0470
Tap cell                          335        419              0.0448
Multi-Input combinational cell    569       3610               0.386
[critical path: stages (launching register included)]
cell,delay (ps)
dfstp_2,550
inv_1,50
ha_1,210
o21ai_0,80
nand2_1,70
a21oi_1,290
nor3_1,110
a21oi_1,130
clkdlybuf4s50_1,470
[placed cells by master, fill, tap and decap left out, types with 3 or more instances in the layout]
master,synthesis,routed
and4_1,6,6
nand3_1,26,26
xnor2_1,55,55
o31ai_1,7,7
bufinv_16,0,4
conb_1,1,4
nor4_1,16,15
or3_1,6,6
clkbuf_16,0,17
a22oi_1,4,4
and3_1,8,8
dfrtp_1,161,161
nand2b_1,6,6
and2_1,18,18
nor4_2,3,4
or4_1,10,10
nand2_1,52,52
ha_1,24,24
nand4_1,14,14
o211ai_1,3,3
inv_1,26,26
inv_6,0,4
nor2b_1,9,9
o41ai_1,5,5
o21ai_0,38,38
nor2_1,115,115
nor3_1,33,33
dfstp_2,11,11
or2_2,4,4
mux2_2,4,4
a21oi_1,21,21
nand3b_1,5,5
clkdlybuf4s50_1,0,19
xor2_1,33,33
a31oi_1,4,4
[how the worst max path moves through the flow]
stage	cells after the start	endpoint	slack [ps]
global route	8	seg[6]	930
finish	8	seg[6]	1150
CTS	8	seg[6]	1130
[per-layer routing]
metal | vias up | part of all wire | GRT usage
li1 | 2779 | - | -
met1 | 2600 | 0.50 | 0.174
met2 | 48 | 0.45 | 0.179
met3 | 9 | 0.036 | 0.0244
met4 | 0 | 0.011 | 0.0117
met5 | - | 0 | 0
[cells by family after synthesis]
logic type,Yosys count,share of synthesized area
other cells,1,0.000460
buf+inv,45,0.0252
fa+ha+maj,24,0.0369
xor+xnor,88,0.0946
compound gates,100,0.0777
mux,4,0.00553
flops,173,0.534
simple gates,349,0.226
[where the power goes]
group          total (mW)  internal (mW)  leakage, nW  switching [mW]
sequential           1.88           1.73         2.18           0.146
combinational       0.513          0.220         1.46           0.293
clock                1.61          0.978        0.310           0.635
total                4.01           2.93         3.95            1.07
Power is estimated from default activity; no workload was simulated.
