==> design/flow/design.v <==
module gates(input	logic [3:0] a, b,
             output	logic [3:0] y1, y2,
             			    y3, y4, y5);
    assign y1 = a & b;		 
    assign y2 = a | b;		 
    assign y3 = a ^ b;		 
    assign y4 = ~(a & b);	 
    assign y5 = ~(a | b);	 
endmodule
==> design/flow/run.sh <==
#!/bin/bash
# OpenROAD 26Q1-2900-gdf79404cd8, Yosys 0.63+post, stock flow scripts
make -C /OpenROAD-flow-scripts/flow DESIGN_CONFIG=/design/flow/config.mk WORK_HOME=/design/flow/orfs finish
==> design/flow/config.mk <==
export PLATFORM = sky130hd
export DESIGN_NAME = gates
export DESIGN_NICKNAME = gates
export VERILOG_FILES = /design/flow/design.v
export SDC_FILE = /design/flow/constraint.sdc
export NUM_CORES = 4
export LEC_CHECK = 1
export CORE_AREA = 10 10 70 70
export DIE_AREA = 0 0 80 80
==> design/flow/constraint.sdc <==
current_design gates

set clk_period 1.0
set clk_io_pct 0.2

create_clock -name clk0 -period $clk_period

set non_clock_inputs [all_inputs -no_clocks]
set_input_delay [expr $clk_period * $clk_io_pct] -clock clk0 $non_clock_inputs
set_output_delay [expr $clk_period * $clk_io_pct] -clock clk0 [all_outputs]
==> deck_impl_summary.md <==
Key Metrics from the Run

Floorplanning
  – Die height: 80 µm
  – Die Area: 6400 µm²
  – I/O pin count: 28
  – # rows: 21
  – Pre-Place Util: 7.619%
  – Die W: 80 µm
  – Core Box Area: 3416 µm²

Run
  – # Max-Cap Violations: 0
  – Tool warning count: 44

Yosys
  – YS chip area: 260.2 µm²
  – Mapped Cells: 32
  – Register share after synthesis: 0%
  – Post-synth cell types: 2
  – YS warnings: 0
  – Avg Inst Size Synth: 8.133 µm²
  – Post-Syn Area: 260.3 µm²
  – Ys cells: 32

Place
  – HPWL Detailed: 822.9 µm
  – DP Area: 688.2 µm²
  – IO buf count: 28
  – RePlAce Congestion: 0.6888

Worst hold path
  – Tightest Hold Check Type: in2out

Cells and area
  – Top cell excl fill/tap: buf_6
  – CLK BUF: 0
  – Area grow syn2layout: 184.6%
  – Register area: 0 µm²
  – Post-route cell area: 740.7 µm²
  – Layout cells sized above 1: 64.38%
  – Most numerous logic cells after layout: buf_6 (14), inv_1 (8), inv_2 (8), buf_4 (8), ha_1 (7)
  – Flops: 0

Global routing
  – Antenna violations before repair: 0
  – Pin count of the biggest net entering global routing: 4
  – Vias in the first global route: 340
  – GRT overflow: 0
  – GRT Total Usage: 2.701%
  – First-pass GRT wire length: 1531 µm

Routing
  – 1st-iter DRT viols: 2
  – Drt first pass iters: 2
  – Drt wl/cell: 7.655 µm
  – Final ANT Viol Nets: 0
  – DRC Markers: 0
  – Inserted Diodes: 0
  – Total number of vias: 320
  – DR vias/cell: 2.689
  – Final wirelength: 911 µm

Worst setup path
  – CP max stage cell: ha_1
  – Crit path cell chain: buf_6 > inv_2 > buf_4 > ha_1 > clkdlybuf4s15_1
  – Critical path arrival: 770 ps
  – Crit path max fanout: 3
  – WS Path Type: in2out
  – Startpoint class of the critical path: input port
  – CP required: 800 ps
  – Worst setup EP type: primary output
  – Max incr delay on CP: 170 ps

Run status
  – Outcome: complete, no violations

Power
  – Maximum vdd drop: 0.08258 mV
  – Total Power: 0.0002032 W
  – Leakage: 0.3790 nW
  – Pwr dens: 274.3 nW/µm²

Timing
  – Achievable frequency: 1027 MHz
  – Worst slew pin tran: 70.81 ps
  – Max Slew Vio Count: 0
  – Final setup fails: 0
  – RSZ-0062 raised after global routing: false
  – Final worst-path cycle share: 97.36%
  – Hold Fails Final Rpt: 0
  – Setup tns final: 0 ps
  – Min Tclk post-route: 973.6 ps
  – Relative slew slack: 95.27%
-- where the power goes --
group	internal, W	switching [W]	total, W
combinational	0.000136	0.0000669	0.000203
sequential	0	0	0
clock	0	0	0
total	0.000136	0.0000669	0.000203
-- cell usage after synthesis (all sizes together) --
library cell,instances,area [µm²]
inv,16,60.06
ha,16,200.2
-- routing by layer --
layer | wire length [µm] | share of wire, % | vias to the layer above | track usage, %
met5 | 0 | 0 | - | 0
met4 | 0 | 0 | 0 | 0
met3 | 121 | 13 | 0 | 1.250
met2 | 458 | 50 | 12 | 4.334
met1 | 331 | 36 | 140 | 3.428
li1 | - | - | 168 | -
-- kinds of logic (layout without fill, tap and decap cells) --
group / Yosys count / count (layout) / synth area share, %
buffers and inverters: 16 / 57 / 23.08
adder cells (fa/ha/maj): 16 / 16 / 76.92
-- final timing paths --
path              from  endpoint  slack, ps  cells after the start
setup / recovery  a[2]     y5[2]         30                      5
hold / removal    b[0]     y3[0]        750                      4
-- critical path: cells and delay by family --
family	cells	cell delay (ps)
adders and majority gates	1	170
buffers and inverters	4	390
-- through the flow --
| stage | worst slack, ps | hold WS (ps) | utilization (%) | cells |
|---|---|---|---|---|
| finish | 26.45 | 751.1 | 21.69 | 119 |
| global route | 2.069 | 785.1 | 21.69 | 119 |
| CTS | 1.675 | 763.1 | 21.83 | 121 |
| detailed placement | -708.5 | 1468 | 20.15 | 118 |
| global placement | -694.7 | 1462 | 20.15 | 118 |
| floorplan | 320.7 | 487.4 | - | 32 |
-- layout make-up --
class | count | area, µm²
fillers | 391 | 2675
well taps | 46 | 57.56
multi-input cells | 16 | 262.8
inverters | 16 | 60.06
repair buffers | 41 | 360.3
-- repair_timing --
item,in CTS,in global routing
pin swaps,1,0
setup endpoints to repair,20,7
resized,101,8
buffers inserted,6,0
endpoints found under the hold margin,0,0
hold buffers,0,0
Power is estimated from default activity; no workload was simulated.
