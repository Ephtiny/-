==> ./design.v <==
module adder(input	logic [31:0] a,
			input  logic [31:0] b,
			output logic [31:0] y);
    assign y = a + b;
endmodule 
==> ./run.sh <==
#!/bin/bash
# OpenROAD 26Q1-2900-gdf79404cd8, Yosys 0.63+post, stock flow scripts
make -C /OpenROAD-flow-scripts/flow DESIGN_CONFIG=/design/flow/config.mk WORK_HOME=/design/flow/orfs finish
==> ./config.mk <==
export PLATFORM = sky130hd
export DESIGN_NAME = adder
export DESIGN_NICKNAME = adder
export VERILOG_FILES = /design/flow/design.v
export SDC_FILE = /design/flow/constraint.sdc
export NUM_CORES = 4
export LEC_CHECK = 1
export CORE_AREA = 10 10 94 94
export DIE_AREA = 0 0 104 104
==> ./constraint.sdc <==
current_design adder

set clk_period 24.1
set clk_io_pct 0.2

create_clock -name clk0 -period $clk_period

set non_clock_inputs [all_inputs -no_clocks]
set_input_delay [expr $clk_period * $clk_io_pct] -clock clk0 $non_clock_inputs
set_output_delay [expr $clk_period * $clk_io_pct] -clock clk0 [all_outputs]
==> qor.yml <==
status: "complete, no violations"
cp_slowest_stage_delay_ns: 0.49
place_area_um2: 2780
grt_pass1_wl_um: 9810
fp-row-count: 30
fp.coreArea_um2: 6830
grt_pass1_vias: 2054
crit_chain: "clkdlybuf4s50_1, ha_1, fa_1, a21o_1, a31o_2, nand3_1, o221ai_1, a311oi_1, o21bai_1, xor2_1, clkdlybuf4s50_1"
path_buffers: 2
top_cells_by_area: "ha_1 (22%), a21oi_1 (8.3%), a21o_1 (8.2%)"
via_count: 2114
post_cts_buffers: 0
insertedDiodeCount: 0
yosysChipArea_um2: 1740
cts_hold_buffers: 0
wl_met3_um: 356
wl_met2_um: 2670
finalClockPeriodUsage_pct: 52.2
drv_cap: 0
rsz0062_at_grt: "no"
die_area_um2: 10800
dr.max_layer_used: "met3"
wl_per_cell_um: 13.9
crit_slowest_cell: "clkdlybuf4s50_1"
setup_tns_ns: 0
fin_cells: 422
startpoint_type: "primary input"
synth_cell_types: 50
timing.final.setup_violations: 0
min_period_ns: 12.58
dieWidth_um: 104
netlist_area_um2: 1740
synth_top_area_share_pct: 22.2
ctsResizeCount: 0
hold_violations: 0
top_area_cell: "ha_1"
hold_path.class: "primary input to primary output"
initial_core_util_pct: 25.5
first_pass_iters: 4
drc: 0
critPathTopFamily: "AND-OR/OR-AND gates"
dp.cells: 422
path_max_fanout: 4
n_sequential_cell: 0
slew_headroom_pct: 64.0
cp_data_required_time_ns: 19.28
drive_gt1_share_pct: 3.07
grt_start_max_net_pins: 11
p_leak_uw: 0.00118
dieHeight_um: 104
vias_per_cell: 5.01
postSynthSeqShare_pct: 0
post-route-cell-area_um2: 2780
fmax_mhz: 79.5
grt_usage_pct: 10.4
syn_avg_cell_area_um2: 7.24
finalMaxSlewViolations: 0
routed_wl_um: 5890
yosys_cells: 241
met1_length_um: 2860
log.warning_count: 32
peakVddDrop_mv: 0.0121
endpoint_kind: "primary output"
ys_top_cells_by_count: "ha_1 (31), a21oi_1 (29), a21o_1 (19)"
area_growth_pct: 59.5
worst-setup-path-type: "primary input to primary output"
most_common_cell: "ha_1"
ant_nets: 0
antenna_found_initial: 0
path_common_cell: "clkdlybuf4s50_1"
grt_overflow: 0
final.clkbuf_count: 0
place_congestion: 0.819
synthCells: 241
finish.utilization_pct: 40.7
portBuffers: 96
finalPower_uw: 80.1
ios: 96
cp.arrival_ns: 7.76
yosys_warnings: 0
worst_slew_pin_slew_ns: 0.527
dr.first_iter.drc_count: 75
dp_hpwl_um: 5190
regArea_um2: 0
cellPowerDensity_nw_per_um2: 28.8
## through the flow
step | worst slack (ns) | hold slack (ns)
finish | 11.52 | 10.67
global route | 11.30 | 10.71
CTS | 11.48 | 10.68
detailed placement | 11.49 | 10.68
global placement | 11.54 | 10.67
floorplan | 12.63 | 9.71
## layout make-up
| cell class | instances | area [um^2] |
|---|---|---|
| fillers | 701 | 4050 |
| multi-input cells | 224 | 1680 |
| repair buffers | 96 | 961 |
| well taps | 96 | 120 |
| inverters | 6 | 22.5 |
## path summary, 6_finish.rpt
check,from,endpoint,slack (ns),cells past startpoint
hold / removal,b[0],y[0],10.67,3
setup / recovery,a[0],y[26],11.52,11
## cell usage in the layout (no fill, tap or decap), types with 2 or more instances in the layout
| cell type | count |
|---|---|
| o221ai_1 | 2 |
| nor2_1 | 12 |
| a311oi_1 | 2 |
| o311ai_1 | 2 |
| o21bai_1 | 4 |
| clkdlybuf4s50_1 | 96 |
| a211oi_1 | 3 |
| xor2_1 | 15 |
| mux2i_1 | 2 |
| xnor2_1 | 13 |
| ha_1 | 31 |
| a21oi_1 | 29 |
| a31oi_1 | 3 |
| o21a_1 | 2 |
| nand2_1 | 18 |
| nor3_1 | 4 |
| nand2b_1 | 2 |
| o211ai_1 | 3 |
| o21ai_0 | 13 |
| nand3_1 | 10 |
| or2_2 | 3 |
| nand4_1 | 8 |
| a21o_1 | 19 |
| inv_1 | 6 |
## layer usage
metal	GRT usage (%)	up-vias
met3	1.88	0
met5	0	-
met2	16.7	63
met1	14.9	965
met4	0	0
li1	-	1086
## logic make-up after synthesis
| logic type | count (synthesis) | share of synthesized area [%] |
|---|---|---|
| buffers and inverters | 17 | 3.80 |
| and+or+nand+nor | 65 | 18.3 |
| muxes | 2 | 1.15 |
| AOI/OAI and AO/OA | 97 | 39.3 |
| xor gates and xnor gates | 28 | 14.1 |
| adders and majority gates | 32 | 23.4 |
## report_power, final
group	switching [uW]	internal, uW
Sequential	0	0
Clock	0	0
Combinational	31.8	48.3
Total	31.8	48.3
